### flow/run.sh
#!/bin/bash
# OpenROAD 26Q1-2900-gdf79404cd8, Yosys 0.63+post, stock flow scripts
make -C /OpenROAD-flow-scripts/flow DESIGN_CONFIG=/design/flow/config.mk WORK_HOME=/design/flow/orfs finish
### flow/config.mk
export PLATFORM = sky130hd
export DESIGN_NAME = xup_ram_8x4
export DESIGN_NICKNAME = xup_ram_8x4
export VERILOG_FILES = /design/flow/design.v
export SDC_FILE = /design/flow/constraint.sdc
export NUM_CORES = 4
export LEC_CHECK = 1
export CORE_UTILIZATION = 30
### flow/constraint.sdc
current_design xup_ram_8x4

set clk_period 1.8
set clk_io_pct 0.2

create_clock -name clk0 -period $clk_period [get_ports {clk}]

set non_clock_inputs [all_inputs -no_clocks]
set_input_delay [expr $clk_period * $clk_io_pct] -clock clk0 $non_clock_inputs
set_output_delay [expr $clk_period * $clk_io_pct] -clock clk0 [all_outputs]
### flow/design.v
`timescale 1ns / 1ps
module xup_ram_8x4 #(parameter DELAY = 3)(
	input [3:0] d,
	input [2:0] read_addr, write_addr,
	input wr, clk,
	output reg [3:0] dout
);
	reg [3:0] ram[7:0];
	always @ (posedge clk)
	begin
		if (wr)
			ram[write_addr] <= d; 
		dout <= #DELAY ram[read_addr];
	end
endmodule
==> metrics.cfg <==
[logic_synthesis]
synth.distinct_cells=10
ys_seq_share_pct=76.0
yosys_most_used_dff=edfxtp_1
edf_count=32
synth.most_common_cell=edfxtp_1
syn_area_um2=1370
synth_stat.cells=63
avgSynthCellArea_um2=21.7
top_cell_area_share_pct=70.1
top_cells_by_count=edfxtp_1, mux4_1, nor2_1
yosysWarnings=1
synth-seq-cells=36
async_flop_share_pct=0
yosys.area.top_type=edfxtp_1
area_leaders=edfxtp_1, mux4_1, dfxtp_1
ys_area_um2=1370
syn_inst=63

[clock_network]
post_cts_resized=0
cts_tree=built
h-tree-depth=2
cts.clk_slew.worst_paths_ns=0.07
cts_setup_buffers=0
cts_sinks=36
tritoncts.num_buffers=5
clockBufferDepth=2
root_buffer=clkbuf_8
cts_hold_buf=0
clk_latency_ns=0.28

[power_and_ir_drop]
power.leakage_nw=0.598
clkPwrFrac_pct=34.2
p_int_mw=1.30
power.total_mw=1.63
p_sw_share_pct=20.3
p_seq_share_pct=58.4
comb_power_share_pct=7.5
power_density_nw_per_um2=935
max-vdd-ir-drop_mv=0.313
p_sw_mw=0.330

[cells_and_area]
comb_area_um2=314
layout-drive-gt1-share_pct=21.5
fillers=390
seq_area_um2=1040
syn_to_final_growth_pct=26.9

[flow_run]
warnings=25
maxCapViolCount=0

[setup_path]
crit_path_start_kind=input port
cp_num_buf_inv=2
critPathMaxStageDelay_ns=0.57
setup.worst_path.end_class=flop
path_delay_family=multiplexers
critical_path_class=input port to flop
critical-path-slowest-cell=mux4_1
crit_chain=clkdlybuf4s50_1, buf_12, mux4_1, mux2_2
required_ns=1.97
crit_arrival_ns=1.87
crit_path_max_fanout=8

[routing]
vias=659
drcViolationCount=0
wirelength_um=2110
antenna_left=0
antennaDiodeCount=0
first_pass_iters=3
via_per_inst=4.54
routedWlPerCell_um=14.5
first_iter_violations=10

[floorplanning]
io_pins=16
coreArea_um2=4380
fp.dieH_um=69.6
die-area_um2=4840
die_x_um=69.6
num_rows=24
fp_util_pct=31.2

[placed_design]
place.gp.congestion=0.736
dp_hpwl_um=1470
numPortBuffers=15
pre_cts_slack_ns=-0.198

[worst_hold_path]
hold_path.class=flop to flop

[sta]
drv_slew=0
relSlewSlack_pct=72.7
skew_ns=0.00389
post-route-period-util_pct=94.0
hold_viol=0
fin_crit_ns=1.69
setup_viol=0
fmax_ghz=0.591
grt_setup_unrepaired=no
tightest_slew_ns=0.408
postLayoutSetupSlackWorst_ns=0.108
setup_tns_ns=0

[global_routing]
grt_max_degree=13
grt_pass1_vias=657
antenna_found_initial=0
grt_first_pass_wirelength_um=3260
overflow=0
track_usage_pct=9.53

[run_status]
status=complete, no violations

-- cells in the final DEF (no fill, tap or decap) --
cell,count
nand2b_1,3
buf_4,8
nor3_1,2
clkdlybuf4s50_1,15
mux4_1,8
nand2_1,2
clkinv_4,1
nor2_1,6
clkbuf_8,5
buf_12,1
edfxtp_1,32
mux2_2,4
clkbuf_1,1
clkinvlp_4,1
dfxtp_1,4
-- registers in the layout (all words and copies together), names as in the netlist --
register  cells
dout          4
ram          32
-- kinds of logic (layout without fill, tap and decap cells) --
logic type	after synthesis	in the layout	synth area share, %
buf+inv	2	32	1.10
flops	36	36	76.0
mux	12	12	18.6
simple gates	13	13	4.29
-- layout make-up --
type / count / area share [%]
Clock buffer: 6 / 4.17
Tap cell: 52 / 3.74
Clock inverter: 2 / 0.935
Timing Repair Buffer: 24 / 13.2
Sequential cell: 36 / 59.9
Multi-Input combinational cell: 25 / 18.1
-- power groups by stage --
stage	registers, mW	clock network [mW]	logic (mW)
4_1_cts	0.950	0.569	0.123
5_1_grt	0.951	0.607	0.131
6_report	0.949	0.555	0.122
-- worst register-to-register path, cell delays in order, from the launching register on --
cell and delay [ns]:
edfxtp_1 0.36, mux4_1 0.52, mux2_2 0.29
-- final timing paths --
check	start	end	slack (ns)	cells after the start
setup / recovery	read_addr[0]	dout[3]	0.11	4
hold / removal	ram[5][2]	dout[2]	0.68	2
setup reg to reg	ram[2][3]	dout[3]	0.53	2
hold reg to reg	ram[5][2]	dout[2]	0.68	2
-- stage by stage --
| stage | hold slack [ns] | util [%] | area (um2) | instances |
|---|---|---|---|---|
| global placement | 0.653 | 37.6 | 1650 | 137 |
| finish | 0.682 | 39.7 | 1740 | 145 |
| global route | 0.717 | 39.7 | 1740 | 145 |
| CTS | 0.689 | 39.7 | 1740 | 145 |
| detailed placement | 0.665 | 37.6 | 1650 | 137 |
| floorplan | 0.459 | - | 1370 | 63 |
-- per-layer routing --
layer / track usage (%) / routed length (um) / vias to the layer above
met2: 12.7 / 943 / 34
met3: 6.34 / 223 / 8
met4: 3.40 / 82 / 0
met5: 0 / 0 / -
li1: - / - / 316
met1: 13.1 / 857 / 301
Power figures rest on the tool's default switching activity, not on a simulated workload.
