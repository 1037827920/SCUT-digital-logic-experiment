--- flow/run.sh ---
#!/bin/bash
# OpenROAD 26Q1-2900-gdf79404cd8, Yosys 0.63+post, stock flow scripts
make -C /OpenROAD-flow-scripts/flow DESIGN_CONFIG=/design/flow/config.mk WORK_HOME=/design/flow/orfs finish
--- flow/config.mk ---
export PLATFORM = sky130hd
export DESIGN_NAME = mealy_sequence_detector_3processes
export DESIGN_NICKNAME = mealy_sequence_detector_3processes
export VERILOG_FILES = /design/flow/design.v
export SDC_FILE = /design/flow/constraint.sdc
export NUM_CORES = 4
export LEC_CHECK = 1
export CORE_AREA = 10 10 70 70
export DIE_AREA = 0 0 80 80
--- flow/constraint.sdc ---
current_design mealy_sequence_detector_3processes

set clk_period 1.8
set clk_io_pct 0.2

create_clock -name clk0 -period $clk_period [get_ports {clk}]

set non_clock_inputs [all_inputs -no_clocks]
set_input_delay [expr $clk_period * $clk_io_pct] -clock clk0 $non_clock_inputs
set_output_delay [expr $clk_period * $clk_io_pct] -clock clk0 [all_outputs]
--- flow/design.v ---
`timescale 1ns / 1ps
module mealy_sequence_detector_3processes(
    input clk,
    input reset,
    input ain,
    output reg [3:0] count,
    output reg yout
    );
    reg [2:0] state, nextstate;
    parameter [2:0] S0=0, S1=1, S2=2, S3=3, S4=4, S5=5;
    always @(posedge clk or posedge reset)
    begin
    if (reset)
           begin
           state <= S0;count<=4'b0000;
           end
        else 
           begin
           state <= nextstate;
               if(ain)
                   count<=count+1;       
           end
	end
    always @(state or ain)
    begin
         yout= 1'b0;
           case(state)
               S0:if(!ain)
               yout=1;
               else
               yout=0;
               S1:
               yout=0;
               S2:
               if(ain)
                   yout=1;
                   else
                      yout=0;
               endcase    
	end
    always @(state or ain)
    begin
            case(state)
                S0:
                if(ain)
                    nextstate = S1;
                else 
                    nextstate=S0;
                S1:
                if(ain)
                    nextstate = S2;
                else 
                    nextstate=S1;
                S2:
                if(ain)
                    nextstate = S0;
                else 
                    nextstate=S2;
             endcase               
    end
endmodule
==> reports/results.tsv <==
stage	metric	value	unit
place	numPlacedInstances	82	
global_routing	grt_usage	0.02188	
setup_path	start_kind	flop	
sta	untimed_endpoints	4	
yosys	yosys_warnings	1	
setup_path	worstPathArrival	1.36	ns
routing	diodes	0	
sta	worst_pin_slew	0.2220	ns
sta	rsz0062_at_grt	false	
floorplan	rows	21	
sta	unclocked_pins	2	
floorplan	die_x	80	µm
clocking	clkTransAtPathRegs	0.05	ns
sta	drv_slew	0	
place	io_buffers	7	
clocking	clock_path_buffers	2	
setup_path	critPathRequiredTime	1.44	ns
sta	setup_viol	0	
yosys	syn_area	379.1	µm²
setup_path	reg2reg_slack	0.70	ns
outcome	status	complete, no violations	
clocking	cts_hold_buffers	0	
global_routing	antenna_found_initial	0	
job	drv_cap	0	
yosys	ys_cells	28	
layout	final_cell_mix	6 x dfrtp_1, 5 x ha_1, 5 x clkdlybuf4s50_1	
sta	hold_violations	0	
layout	nFillCells	387	
floorplan	die_area	6400	µm²
routing	ant_nets	0	
floorplan	fp.dieH	80	µm
setup_path	cp_max_fo	3	
layout	mi_logic_area	178.9	µm²
yosys	synth_area_per_cell	13.54	µm²
setup_path	r2r_cells	2	
power	p_per_area	1002	nW/µm²
power	vdd_drop_max	0.0001678	V
floorplan	io_pins	8	
global_routing	grt_pass1_vias	270	
routing	drt_iter0_markers	7	
global_routing	grt_first_pass_wirelength	1.138	mm
clocking	htree_num_levels	1	
sta	holdWs	0.3278	ns
setup_path	r2r_end	count[1]	
layout	regArea	180.2	µm²
floorplan	core	3416	µm²
floorplan	initial_core_util	0.1110	
global_routing	grt-ovfl-total	0	
yosys	synthCells	28	
setup_path	rr_startpoint	count[0]	
job	tool_warnings	29	
routing	post_drt_wl_per_cell	7.733	µm
clocking	worstSkewPairLatency	0.24	ns
layout	finalNonFillerCells	86	
yosys	ys_seq_elements	8	
routing	drc	0	
clocking	cts_root_buffer	clkbuf_4	
yosys	yosysUniqueCellTypes	11	
setup_path	critPathKind	flop to output port	
place	gp_congestion	0.6556	
layout	layout-drive-gt1-share	0.3000	
clocking	cts_tree	built	
sta	slew_headroom	0.8519	
hold_path	hold_path_class	input port to asynchronous set/reset pin	
layout	syn_to_final_growth	42.57	%
routing	first_pass_iters	2	
routing	dr_total_vias	218	
layout	lay_top_count	dfrtp_1	
global_routing	grt_max_degree	7	
sta	fin_crit	1.722	ns
routing	vias_per_cell	2.535	
yosys	yosys_area	379.1	µm²
power	power_leakage	0.2514	nW
clocking	cts_made_buffers	3	
sta	fmax	580.8	MHz
sta	finalClockPeriodUsage	0.9566	
routing	routed_wl	665	µm
setup_path	cp-end-kind	output port	
sta	fin_skew	0.002005	ns
## worst max-delay path, stage by stage (launching register included)
cell and delay, ns:
dfrtp_1 0.41, ha_1 0.21, mux2_4 0.25, dlygate4sd2_1 0.24
## how the worst max path moves through the flow
stage | start | endpoint | slack [ns] | depth (start not counted)
4_1_cts | state[1] | yout | 0.04 | 4
6_report | state[1] | yout | 0.08 | 3
5_1_grt | state[1] | yout | 0.0008 | 4
## flip-flops by register name (all words and copies together), names as in the netlist
name,flops
count,4
nextstate,2
state,2
## per-layer routing
metal  track usage  vias to the layer above  share of wire
met4       0.01232                        0          0.041
met2       0.03531                        8           0.44
met3      0.006818                        2          0.057
met1       0.02495                       95           0.46
met5             0                        -              0
li1              -                      113              -
## final cells by class
class,instances,area share
clock buffers,3,0.04167
inverters,3,0.02083
multi-input cells,16,0.3310
flip-flops and latches,8,0.3333
well taps,46,0.1065
repair buffers,10,0.1667
## cells by family after synthesis
| family | share of synthesized area |
|---|---|
| XOR/XNOR | 0.06932 |
| adder cells (fa/ha/maj) | 0.1980 |
| buffers and inverters | 0.05940 |
| flip-flops | 0.3960 |
| latches | 0.07921 |
| multiplexers | 0.1452 |
| AND/OR/NAND/NOR | 0.05281 |
## through the flow
stage               setup WS (ns)  power [W]  setup TNS [ns]  area [µm²]  utilization
floorplan                  0.5762  0.0003091               0       379.1            -
global placement          -0.1687  0.0004226         -0.1687       510.5       0.1495
detailed placement        -0.1835  0.0004306         -0.1835       510.5       0.1495
CTS                       0.03814  0.0005604               0       530.5       0.1553
global route            0.0008421  0.0005911               0       540.5       0.1582
finish                    0.07811  0.0005416               0       540.5       0.1582
## Yosys cell counts
cell | count | area, µm²
dfrtp_1 | 6 | 150.1
nand2_1 | 2 | 7.510
ha_1 | 6 | 75.07
dlxtn_1 | 2 | 30.03
mux2i_1 | 1 | 10.01
buf_6 | 1 | 11.26
inv_1 | 3 | 11.26
xnor2_1 | 2 | 17.52
nand4_2 | 1 | 12.51
xor2_1 | 1 | 8.760
mux2_4 | 3 | 45.04
## what timing repair did
item,CTS,global route
setup endpoints to repair,1,1
pin swaps,0,0
resized,3,1
buffers inserted,0,1
## power breakdown
part           total, W  leakage [nW]  internal [W]  switching [W]
combinational  0.000182         0.149      0.000142      0.0000401
clock          0.000122        0.0138     0.0000753      0.0000471
sequential     0.000237        0.0882      0.000184      0.0000533
No activity file was given, so power comes from the tool's default toggle rates.
